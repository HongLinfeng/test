**/design/flow/design.v**
```verilog
module adder(
    clk,
    rst_n,
    Start_Sig,
    A,
    B,
    Result,
    Done_Sig
);
    input   clk;
    input   rst_n;
    input   Start_Sig;
    input   [31:0]A;
    input   [31:0]B;
    output  [31:0]Result;
    output  [3:0]Done_Sig; 
    reg     [3:0]  i;
    reg     [56:0]rA,rB; 
    reg     [48:0]Temp; 
    reg     [48:0]TempA,TempB;
    reg     [31:0]rResult;
    wire     [9:0]rExp; 
    reg     [9:0]rExpValue;
    reg     [7:0]rExpDiff; 
    reg     isSign;
    reg     isOver;
    reg     isUnder;
    reg     isZero;
    reg     isDone;
    assign rExp = A[30:23]-B[30:23]; 
    always@(posedge clk or negedge rst_n)
    if(!rst_n)
    begin
        i <= 0;
        rA <= 0;
        rB <= 0;
        Temp <= 0;
        TempA <= 0;
        TempB <= 0;
        rResult <= 0;
        rExpDiff <= 0;
        isSign <= 0;
        isOver <= 0;
        isUnder <= 0;
        isZero <= 0;
        isDone <= 0;
        rExpValue <= 0;
    end
    else if(Start_Sig) 
    begin
        case(i)
            0:begin 
                rA <= {A[31],A[30:23],2'b01,A[22:0],23'd0};
                rB <= {B[31],B[30:23],2'b01,B[22:0],23'd0};
                isOver <= 1'b0;
                isUnder <= 1'b0;
                isZero <= 1'b0;
                i <= i+1'b1;
            end
            1: 
            begin
                if(rExp[8] == 1) 
                    rExpDiff <= ~rExp[7:0] + 1'b1; 
                else 
                    rExpDiff <= rExp[7:0];
                i <= i+1; 
            end
            2: 
            begin
                if(rExp[8]==1) 
                begin   
                    rA[47:0] <= rA[47:0]>>(rExpDiff);
                    rA[55:48] <= rB[55:48];
                end else begin
                    rB[47:0] <= rB[47:0]>>(rExpDiff);
                    rB[55:48] <= rA[55:48];
                end
                i <= i+1'b1;
            end
            3: 
            begin   
                TempA <= rA[56]?{rA[56],(~rA[47:0]+1'b1)}:{rA[56],rA[47:0]};
                TempB <= rB[56]?{rB[56],(~rB[47:0]+1'b1)}:{rB[56],rB[47:0]};
                i <= i+1'b1;
            end
            4: 
            begin
                Temp <= TempA + TempB;
                i <= i+1'b1;
            end
            5: 
            begin
                isSign <= Temp[48];
                if(Temp[48]== 1'b1) 
                    Temp <= ~Temp+1'b1;
                rExpValue <= {2'b00,rA[55:48]}; 
                i <= i+1'b1;
            end
            6: 
            begin
                if(Temp[47:46]==2'b10||Temp[47:46]==2'b11)
                begin
                    Temp <= Temp>>1; 
                    rExpValue <= rExpValue+1'b1; 
                end 
                else if (Temp[47:46] ==2'b00 && Temp[45] == 1'b1) begin
                    Temp <= Temp << 1;
                    rExpValue <= rExpValue-5'd1;
                end
                else if(Temp[47:46] ==2'b00 && Temp[44] == 1'b1)begin
                    Temp <= Temp << 2;
                    rExpValue <= rExpValue-5'd2;
                end
                else if(Temp[47:46] ==2'b00 && Temp[43] == 1'b1)begin
                    Temp <= Temp << 3;
                    rExpValue <= rExpValue-5'd3;
                end
                else if(Temp[47:46] ==2'b00 && Temp[42] == 1'b1)begin
                    Temp <= Temp << 4;
                    rExpValue <= rExpValue-5'd4;
                end
                else if(Temp[47:46] ==2'b00 && Temp[41] == 1'b1)begin
                    Temp <= Temp << 5;
                    rExpValue <= rExpValue-5'd5;
                end
                else if(Temp[47:46] ==2'b00 && Temp[40] == 1'b1)begin
                    Temp <= Temp << 6;
                    rExpValue <= rExpValue-5'd6;
                end
                else if(Temp[47:46] ==2'b00 && Temp[39] == 1'b1)begin
                    Temp <= Temp << 7;
                    rExpValue <= rExpValue-5'd7;
                end
                else if(Temp[47:46] ==2'b00 && Temp[38] == 1'b1)begin
                    Temp <= Temp << 8;
                    rExpValue <= rExpValue-5'd8;
                end
                else if(Temp[47:46] ==2'b00 && Temp[37] == 1'b1)begin
                    Temp <= Temp << 9;
                    rExpValue <= rExpValue-5'd9;
                end
                else if(Temp[47:46] ==2'b00 && Temp[36] == 1'b1)begin
                    Temp <= Temp << 10;
                    rExpValue <= rExpValue-5'd10;
                end
                else if(Temp[47:46] ==2'b00 && Temp[35] == 1'b1)begin
                    Temp <= Temp << 11;
                    rExpValue <= rExpValue-5'd11;
                end
                else if(Temp[47:46] ==2'b00 && Temp[34] == 1'b1)begin
                    Temp <= Temp << 12;
                    rExpValue <= rExpValue-5'd12;
                end
                else if(Temp[47:46] ==2'b00 && Temp[33] == 1'b1)begin
                    Temp <= Temp << 13;
                    rExpValue <= rExpValue-5'd13;
                end
                else if(Temp[47:46] ==2'b00 && Temp[32] == 1'b1)begin
                    Temp <= Temp << 14;
                    rExpValue <= rExpValue-5'd14;
                end
                else if(Temp[47:46] ==2'b00 && Temp[31] == 1'b1)begin
                    Temp <= Temp << 15;
                    rExpValue <= rExpValue-5'd15;
                end
                else if(Temp[47:46] ==2'b00 && Temp[30] == 1'b1)begin
                    Temp <= Temp << 16;
                    rExpValue <= rExpValue-5'd16;
                end
                else if(Temp[47:46] ==2'b00 && Temp[29] == 1'b1)begin
                    Temp <= Temp << 17;
                    rExpValue <= rExpValue-5'd17;
                end
                else if(Temp[47:46] ==2'b00 && Temp[28] == 1'b1)begin
                    Temp <= Temp << 18;
                    rExpValue <= rExpValue-5'd18;
                end
                else if(Temp[47:46] ==2'b00 && Temp[27] == 1'b1)begin
                    Temp <= Temp << 19;
                    rExpValue <= rExpValue-5'd19;
                end
                else if(Temp[47:46] ==2'b00 && Temp[26] == 1'b1)begin
                    Temp <= Temp << 20;
                    rExpValue <= rExpValue-5'd20;
                end
                else if(Temp[47:46] ==2'b00 && Temp[25] == 1'b1)begin
                    Temp <= Temp << 21;
                    rExpValue <= rExpValue-5'd21;
                end
                else if(Temp[47:46] ==2'b00 && Temp[24] == 1'b1)begin
                    Temp <= Temp << 22;
                    rExpValue <= rExpValue-5'd22;
                end
                else if(Temp[47:46] ==2'b00 && Temp[23] == 1'b1)begin
                    Temp <= Temp << 23;
                    rExpValue <= rExpValue-5'd23;
                end
                else if(Temp[47:46] ==2'b00 && Temp[22] == 1'b1)begin
                    Temp <= Temp << 24;
                    rExpValue <= rExpValue-5'd24;
                end
                else if(Temp[47:46] ==2'b00 && Temp[24] == 1'b1)begin
                    Temp <= Temp << 25;
                    rExpValue <= rExpValue-5'd25;
                end
                i <= i+1'b1;
            end
            7: 
            begin
                if(rExpValue[9:8] == 2'b01) 
                begin
                    isOver <= 0;
                    rResult <= {1'b0,8'd127,23'd0};
                end
                else if(rExpValue[9:8] == 2'b11) 
                begin
                    isUnder <= 0;
                    rResult <= {1'b0,8'd127,23'd0};
                end
                else if(Temp[46:23] == 24'd0) 
                begin
                    isZero <= 0;
                    rResult <= {1'b0,8'd127,23'd0};
                end
                else if(Temp[22]==1'b1)
                    rResult <= {isSign,rExpValue[7:0],Temp[45:23],1'b1};
                else    
                    rResult <= {isSign,rExpValue[7:0],Temp[45:23]};
                i <= i+1'b1;
            end
            8:
            begin
                isDone <= 1'b1;
                i <= i+1'b1;
            end
            9:
            begin
                isDone <= 1'b0;
                i <= i+1'b1;
            end
            default:i <= 0;
        endcase
    end
   assign Done_Sig = {isOver,isUnder,isZero,isDone};
   assign Result = rResult;
endmodule
```
**/design/flow/run.sh**
```bash
#!/bin/bash
# OpenROAD 26Q1-2900-gdf79404cd8, Yosys 0.63+post, stock flow scripts
make -C /OpenROAD-flow-scripts/flow DESIGN_CONFIG=/design/flow/config.mk WORK_HOME=/design/flow/orfs finish
```
**/design/flow/config.mk**
```make
export PLATFORM = sky130hd
export DESIGN_NAME = adder
export DESIGN_NICKNAME = adder
export VERILOG_FILES = /design/flow/design.v
export SDC_FILE = /design/flow/constraint.sdc
export NUM_CORES = 4
export LEC_CHECK = 1
export CORE_UTILIZATION = 30
```
**/design/flow/constraint.sdc**
```tcl
current_design adder

set clk_period 19.6
set clk_io_pct 0.2

create_clock -name clk0 -period $clk_period [get_ports {clk}]

set non_clock_inputs [all_inputs -no_clocks]
set_input_delay [expr $clk_period * $clk_io_pct] -clock clk0 $non_clock_inputs
set_output_delay [expr $clk_period * $clk_io_pct] -clock clk0 [all_outputs]
```
==> git commit body <==
Update PnR metrics after Yosys + OpenROAD run

* Die X: 340 µm
* Cell total in the yosys stat output: roughly 4700
- The last timing report of the flow puts the setup violation total at 0.
* Sequential share of power: 16.9%
- The average instance in the mapped netlist occupies roughly 7.3 µm².
- Number of buffers inserted during clock tree synthesis: slightly above 40
- Global placement routability congestion: roughly 1.1
- OpenROAD reports that the post-layout worst path occupies between 40% and 50% of the period.
* Number of synthesized flops with an enable pin: 0
- DRC violation count after routing: 0
- The clock passes through at most 3 buffers.
- Counting flops with an async set or reset pin after synthesis yields a share of 100%.
* Worst hold stages: 2
- Final min period: about 8.3 ns
- Summed over all layers, the global routing overflow is 0.
- The internal power of the cells totals between 3 and 4 mW.
- Per the OpenROAD power report, leakage power amounts to between 10 and 15 nW.
* Final setup TNS: 0 ns
- The via count of the first global-routing pass is about 38000.
- Detailed routing inserted a total of 39800 vias.
- Count of antenna-violating nets left after detailed routing: 0
* Internal reg-to-reg setup slack: roughly 15 ns
- Number of buffers inserted by post-CTS setup repair: 0
- The max-slew check reports its worst relative slack as 29.6%.
- The tool flagged a number of max-cap violations equal to 0.
* Critical Path Source Type: input pin
- The critical path's slowest stage uses the library cell mux4_2.
- After detailed placement, the design holds a cell count of between 5000 and 6000.
- The report puts the hold buffer count at CTS at 0.
* Ratio of cells with drive above 1 in the final layout: about a tenth
- Reg-to-reg startpoint: Temp[47]
- Per the layout area report, the combinational gate area comes to 24200 µm².
- Detailed placement finished with a half-perimeter wire length of roughly 130 mm.
* Fillers: between 10000 and 15000
- Die Size: 116000 µm²
- Post-synth top flop: dfrtp_1
* Insertion delay of the later-clocked pin in the worst-skew pair: ~0.58 ns
* Transition time of the tightest slew-check pin: ~1.1 ns
- Worst clock skew: ~0.028 ns
- Setup repair after global routing left no endpoint under its margin.
- Number of max-slew violations in the final report: 0
* Part of the total power dissipated in the clock network: 10.7%
- Part of the power in combinational logic: 72.3%
- Synth warn: 1
- Looking at the hold checks, the worst path lands on TempB[35].
* Switching power as a share of total power: 58.3%
- Reg area: between 7000 and 8000 µm²
* Upper clock frequency limit: 120 MHz
- Type of destination of the critical path: register
- Maximum number of pins on one net before global-route repair: around 190
- Arr. time, crit path: around 8.7 ns
* Core area: between 100000 and 150000 µm²
- All-layer global routing usage: around 32%
- Number of antenna violations at the first check in global routing: 9
- H-tree Lvls: 2
- For reference, the final report shows the hold violation count at 0.
- In this run, post-CTS repair resized a total of 0 instances.
- In the Yosys report, the sequential cells make up a little under a quarter of the chip area.
- Total power density per cell area: slightly below 200 nW/µm²
- The synthesized netlist has a Yosys-reported chip area of 34300 µm².
* Total wire length after detailed routing: 185 mm
* Pre-placement core utilization: 30.4%
- Die height: 340 µm
- According to the hold report, the worst path is of the register to register type.
- Power dissipated by switching net loads: ~4.4 mW
* Detailed-route wire length per cell: between 30 and 40 µm
- Worst reg2reg path depth: 12
* TritonCTS clock tree: built
* Syn Inst Count: about 4700
- Count of buffers from port buffering: 99
- According to the I/O placement log, the pin count is 103.
- The number of warnings reported in the stage logs is 49.
- For reference, the placement row count at floorplan is approximately 120.
- The flow ran to the end, and the final reports show no timing, DRC or antenna violations.
* Cell class contributing the biggest share of worst-path delay: AND-OR/OR-AND gates
* Largest stage delay on the critical path: 0.60 ns
* Global-route wire length before repair: between 200 and 300 mm
- Largest fanout on the critical path: 23
- The critical path runs through a total of 16 cells.
- Per the detail_route report, vias per standard cell equal 6.60.
- Count of cell types in the netlist: approximately 100
- Non-filler instance count after layout: ~6000
* Peak VDD IR: between 0.1 and 0.15 mV
* Synthesis-to-finish area growth: 11.4%
- Endpoint of the worst-slack reg-to-reg timing path: Temp[39]
- Before any placement, the netlist area is recorded as 34300 µm².
* Critical Path, Cell by Cell: clkdlybuf4s50_1 > inv_1 > ha_1 > inv_1 > fa_1 > a21oi_1 > nand4b_1 > nand3_2 > buf_4 > nand2_2 > buf_4 > mux4_2 > a22oi_1 > o221ai_1 > a222oi_1 > o21ai_0
- Count of state elements after synthesis: 316
- Critical hold path startpoint: TempB[35]
- Number of DRC markers after the initial detailed-route iteration: between 4000 and 5000
* CTS sink count: roughly 320
- CTS placed an instance of clkbuf_16 at the clock tree root.
- Clock transition at path regs: 0.05 ns
* Worst path required time: around 20 ns
* Critical path class: input pin to register
* Number of iterations in the first detailed-routing pass: 9
* WP buf/inv: 5
cell usage after synthesis (20+ instances only):
master | n | share of area (%)
clkbuf_1 | 426 | 4.7
a2111oi_0 | 21 | 0.54
a31oi_1 | 75 | 1.4
xor2_1 | 111 | 2.8
inv_1 | 68 | 0.74
nor3_1 | 91 | 1.3
nand2b_1 | 20 | 0.36
buf_2 | 33 | 0.48
and3_1 | 30 | 0.55
mux2_2 | 50 | 1.6
nand4_1 | 28 | 0.51
o211ai_1 | 54 | 1.2
nor2b_1 | 43 | 0.78
a221o_1 | 22 | 0.64
buf_1 | 52 | 0.57
o31ai_1 | 60 | 1.3
xnor2_1 | 73 | 1.9
a211oi_1 | 90 | 2.0
o21ai_0 | 475 | 6.9
mux4_2 | 48 | 3.2
nor2_1 | 383 | 4.2
o221ai_1 | 65 | 1.7
dfrtp_1 | 316 | 23
nand3_1 | 92 | 1.3
nand2_1 | 564 | 6.2
a21o_1 | 37 | 0.81
nor4_1 | 26 | 0.47
ha_1 | 87 | 3.2
a221oi_1 | 103 | 2.6
a311oi_1 | 27 | 0.69
o22ai_1 | 119 | 2.2
mux2i_1 | 82 | 2.4
a22oi_1 | 64 | 1.4
or3_1 | 32 | 0.58
and2_1 | 27 | 0.49
a21oi_1 | 398 | 5.8
cells in the final DEF (no fill, tap or decap), types with 18 or more instances in the layout:
master,count
a22oi_1,64
nor3_1,91
o221ai_1,65
nand4_1,28
or3_1,32
ha_1,87
dfrtp_1,308
o211ai_1,54
a221o_1,22
a31oi_1,75
clkbuf_16,43
nor4_1,26
a21oi_1,397
mux4_2,48
buf_4,202
o21ai_0,474
mux2_2,50
nand2b_1,20
a2111oi_0,21
o21a_1,19
a211oi_1,90
o31ai_1,60
nand2_1,561
xnor2_1,73
nor2b_1,43
mux2i_1,82
and3_1,30
o22ai_1,119
clkdlybuf4s50_1,98
a311oi_1,27
and2_1,25
inv_1,68
nand3_1,91
a221oi_1,103
nor2_1,382
xor2_1,111
a21o_1,37
o41ai_1,18
metal layers:
layer / global-route usage (%) / share of wire (%) / vias to the layer above
met5: 0.694 / 0.10 / -
met4: 20.7 / 8.5 / 16
met3: 9.34 / 11 / 801
met2: 46.3 / 42 / 2748
met1: 42.0 / 38 / 19000
li1: - / - / 17200
layout make-up:
class | count | share of cell area [%]
diodes | 3 | 0.0196
clock buffers | 57 | 3.11
clock inverters | 14 | 0.547
inverters | 81 | 0.795
multi-input cells | 3758 | 63.3
flip-flops and latches | 316 | 20.7
well taps | 1500 | 4.91
repair buffers | 302 | 6.62
worst min-delay path: cells and delay by family (launching register included):
family	cells	cell delay [ns]
flops	1	0.34
compound gates	1	0.06
simple gates	1	0.05
registers in the layout, indices dropped and copies added (netlist names):
register	flops
isDone	1
rA	57
i	4
TempA	49
Temp	49
rResult	32
rExpDiff	8
rExpValue	9
TempB	49
rB	57
isSign	1
power groups by stage:
stage                 Sequential [mW]  Combinational [mW]  Clock, mW
after CTS                        1.25                5.19      0.817
after global routing             1.29                5.67      0.837
final                            1.27                5.41      0.801
kinds of logic after synthesis:
family	count (synthesis)	synth area share (%)
flops	316	23.0
fa+ha+maj	89	3.29
buf+inv	598	6.74
xor+xnor	184	4.70
simple gates	1450	19.6
other cells	1	0.0109
mux	182	7.34
compound gates	1850	35.3
how the worst max path moves through the flow:
stage | slack [ns] | startpoint | end
4_1_cts | 11.36 | B[23] | rB[0]
5_1_grt | 10.99 | A[23] | rB[0]
6_report | 11.28 | A[23] | rA[2]
per-stage QoR:
| step | instance area [µm²] | setup WS [ns] | util, % | total power, mW | hold slack (ns) |
|---|---|---|---|---|---|
| 2_1_floorplan | 34300 | 12.42 | - | 4.41 | 0.426 |
| 3_3_place_gp | 36800 | 10.74 | 32.6 | 6.45 | 0.466 |
| 3_5_place_dp | 36800 | 10.78 | 32.6 | 6.43 | 0.473 |
| 4_1_cts | 38200 | 11.36 | 33.8 | 7.26 | 0.486 |
| 5_1_grt | 38200 | 10.99 | 33.8 | 7.80 | 0.500 |
| 6_report | 38200 | 11.28 | 33.8 | 7.48 | 0.480 |
Power and IR drop assume default switching activity.
