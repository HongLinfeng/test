### /design/flow/design.v
`timescale 1ns/1ns
module STREAMLINEDDIVIDER(
    clk,
    rst_n,
    divisor,
    dividend,
    start_sig,
    done_sig,
    Quotient,
    Reminder
);
    input   clk;
    input   rst_n;
    input   start_sig;
    input   [7:0]divisor;
    input   [7:0]dividend;
    output  done_sig;
    output  [7:0]Quotient; 
    output  [7:0]Reminder; 
    reg     [3:0]i; 
    reg     [8:0]s; 
    reg     [15:0]Temp; 
    wire     [15:0]Diff; 
    reg     isNeg;
    reg     isDone;
    assign Diff = Temp + {s,7'd0}; 
    assign done_sig = isDone;
    assign Quotient = isNeg?(~Temp[7:0]+1):Temp[7:0];
    assign Reminder = Temp[15:8];
    always@(posedge clk or negedge rst_n)
    if(!rst_n) 
    begin
        i <= 0;
        s <= 9'd0;
        Temp <= 16'd0;
        isNeg <= 0;
        isDone <= 0;
    end
    else if (start_sig) begin
        case (i)
            0:begin 
                Temp <= dividend[7]?{8'd0,~dividend+1'b1}:{8'd0,dividend}; 
                s <= divisor[7]?{divisor[7],divisor}:{1'b1,~divisor+1'b1}; 
                isNeg <= divisor[7]^dividend[7]; 
                i <= i+1'b1;
            end
            1,2,3,4,5,6,7,8:begin
                if(Diff[15])    Temp <= {Temp[14:0],1'b0}; 
                else    Temp <= {Diff[14:0],1'b1}; 
                i <= i+1'b1;
            end
            9:begin
                isDone <= 1'b1;
                i <= i+1'b1;
            end
            10:begin
                isDone <= 1'b0;
                i <= 0;
            end
            default: begin
                i <= 0;
            end
        endcase
    end
endmodule
### /design/flow/run.sh
#!/bin/bash
# OpenROAD 26Q1-2900-gdf79404cd8, Yosys 0.63+post, stock flow scripts
make -C /OpenROAD-flow-scripts/flow DESIGN_CONFIG=/design/flow/config.mk WORK_HOME=/design/flow/orfs finish
### /design/flow/config.mk
export PLATFORM = sky130hd
export DESIGN_NAME = STREAMLINEDDIVIDER
export DESIGN_NICKNAME = STREAMLINEDDIVIDER
export VERILOG_FILES = /design/flow/design.v
export SDC_FILE = /design/flow/constraint.sdc
export NUM_CORES = 4
export LEC_CHECK = 1
export CORE_UTILIZATION = 30
### /design/flow/constraint.sdc
current_design STREAMLINEDDIVIDER

set clk_period 5.2
set clk_io_pct 0.2

create_clock -name clk0 -period $clk_period [get_ports {clk}]

set non_clock_inputs [all_inputs -no_clocks]
set_input_delay [expr $clk_period * $clk_io_pct] -clock clk0 $non_clock_inputs
set_output_delay [expr $clk_period * $clk_io_pct] -clock clk0 [all_outputs]
==> impl_metrics.env <==
# physical design summary
export IMPL_status="finished clean"
export IMPL_ant_nets=0
export IMPL_syn_area_sq_um=2290
export IMPL_p_leak_nw=1.13
export IMPL_wl_per_cell_um=11.2
export IMPL_drive_gt1_share_pct=7.24
export IMPL_yosys_warnings=1
export IMPL_clock_sinks=31
export IMPL_skew_ps=4.85
export IMPL_cp_start_kind="flip-flop"
export IMPL_yosysUniqueCellTypes=43
export IMPL_p_seq_share_pct=26.9
export IMPL_synthCells=264
export IMPL_top_area_cell="dfrtp_1"
export IMPL_cts_resized=0
export IMPL_p_int_mw=1.01
export IMPL_clk_pin_slew_worst_paths_ps=60
export IMPL_netSwitchingFraction_pct=41.6
export IMPL_cts_buffers_inserted=5
export IMPL_critPathArrivalTime_ps=2010
export IMPL_fin_area_sq_um=2740
export IMPL_rows=31
export IMPL_regArea_sq_um=776
export IMPL_warning_count=28
export IMPL_yosysCellCount=264
export IMPL_avgSynthCellArea_sq_um=8.69
export IMPL_cts_hold_buf=0
export IMPL_via_count=1775
export IMPL_dr_pass1_iters=4
export IMPL_pwr_share_clk_pct=10.2
export IMPL_synthTopCellsByArea="dfrtp_1 34%, ha_1 8.2%, xnor2_1 7.3%"
export IMPL_crit_fanout=5
export IMPL_pwr_share_comb_pct=62.9
export IMPL_diodes=0
export IMPL_yosys_area_sq_um=2290
export IMPL_clock_latency_ps=280
export IMPL_yosysSeqAreaShare_pct=33.8
export IMPL_total_power_mw=1.72
export IMPL_grt_pass1_vias=1590
export IMPL_slew_headroom_pct=44.1
export IMPL_cts_max_level=2
export IMPL_fillers=722
export IMPL_clockBufferDepth=2
export IMPL_logic_area_sq_um=1330
export IMPL_ff2ff_path_depth=6
export IMPL_rsz0062_at_grt="false"
export IMPL_placed_area_sq_um=2660
export IMPL_place_congestion=0.808
export IMPL_critPathKind="flip-flop to output port"
export IMPL_ff2ff_setup_slack_ps=2620
export IMPL_overflow=0
export IMPL_grt_max_degree=32
export IMPL_edf_count=0
export IMPL_dpl_hpwl_mm=3.41
export IMPL_io_buffers=35
export IMPL_fp_coreArea_sq_um=7330
export IMPL_whs_path_depth=1
export IMPL_crit_required_ps=4160
export IMPL_die_width_um=89.4
export IMPL_initial_core_util_pct=31.3
export IMPL_finalClockPeriodUsage_pct=58.7
export IMPL_grt_pass1_wl_mm=7.63
export IMPL_totalNegativeSetupSlack_ps=0
export IMPL_final_min_clock_period_ps=3050
export IMPL_setup_violations=0
export IMPL_area_growth_pct=19.3
export IMPL_drtIter0Drc=78
export IMPL_pin_count=36
export IMPL_drc=0
export IMPL_cts_tree="built"
export IMPL_peakVddDrop_uv=225
export IMPL_p_sw_mw=0.717
export IMPL_ys_ff=31
export IMPL_die_h_um=89.4
export IMPL_powerDensity_nw_per_um2=629
export IMPL_cap_violations=0
export IMPL_fmax_mhz=328
export IMPL_root_buffer="clkbuf_8"
export IMPL_drt_wl_total_mm=4.37
export IMPL_vias_per_cell=4.56
export IMPL_hold_violations=0
export IMPL_cts_setup_buffers=0
export IMPL_synth_async_reset_ratio_pct=100
export IMPL_track_usage_pct=12.5
export IMPL_ff_type="dfrtp_1"
export IMPL_finalMaxSlewViolations=0
export IMPL_antenna_found_initial=0
export IMPL_yosys_area_top_type_share_pct=33.8
export IMPL_worstMarginPinSlew_ps=838
export IMPL_hold_path_class="flip-flop to flip-flop"
export IMPL_cp_end_kind="output port"
export IMPL_dieArea_sq_um=8000
## metal layers
layer	global-route usage, %	share of wire (%)	wire, um
met5	0	0	0
met4	1.15	1.1	48
met3	2.72	4.6	199
met2	18.3	42	1820
met1	20.0	53	2310
## cells by family after synthesis
group	Yosys count	share of synthesized area, %
simple gates	84	19.1
compound gates	63	15.6
buf+inv	35	8.35
flops	31	33.8
xor+xnor	24	9.17
fa+ha+maj	16	9.06
mux	11	4.91
## placed cells by master, fill, tap and decap left out, types with 3 or more instances in the layout
| cell | Yosys | final |
|---|---|---|
| clkdlybuf4s50_1 | 0 | 35 |
| a21oi_1 | 25 | 25 |
| o21ai_0 | 21 | 21 |
| xnor2_1 | 19 | 19 |
| clkbuf_8 | 0 | 5 |
| or3_1 | 6 | 6 |
| nand2_1 | 27 | 27 |
| mux2i_1 | 9 | 9 |
| buf_4 | 12 | 3 |
| ha_1 | 15 | 15 |
| nor2_1 | 19 | 19 |
| o31ai_1 | 3 | 3 |
| nor2b_1 | 3 | 3 |
| inv_1 | 15 | 15 |
| dfrtp_1 | 31 | 31 |
| nor3_1 | 5 | 5 |
| xor2_1 | 5 | 5 |
| nand2b_1 | 8 | 8 |
## layout make-up
class                      instances  share of cell area (%)
clock inverter                     1                   0.183
timing repair buffer              38                    13.6
clock buffer                       7                    2.79
inverter                          15                    2.06
multi-input combinational        198                    48.5
tap                               99                    4.53
sequential                        31                    28.3
## synth_stat cells, types with 2 or more instances
cell type	n
dfrtp_1	31
nand2_1	27
a21oi_1	25
o21ai_0	21
nor2_1	19
xnor2_1	19
ha_1	15
inv_1	15
buf_4	12
mux2i_1	9
nand2b_1	8
clkbuf_1	6
or3_1	6
nor3_1	5
xor2_1	5
nor2b_1	3
o31ai_1	3
a31oi_1	2
and2_1	2
buf_6	2
mux2_2	2
nand3_1	2
nand4_1	2
o211ai_1	2
o21ai_1	2
or2_2	2
## path summary, 6_finish.rpt
| path | startpoint | to |
|---|---|---|
| worst max register to register | i[0] | Temp[0] |
| max in group asynchronous | rst_n | s[0] |
| worst min register to register | s[8] | s[8] |
| min in group asynchronous | rst_n | Temp[6] |
| worst min-delay path | s[8] | s[8] |
| worst max-delay path | Temp[0] | Quotient[7] |
## per-stage QoR
step                      instances  worst slack (ps)  hold WS [ps]  util, %
after global placement          381              2210           497     36.2
after CTS                       389              2110           512     37.3
final                           389              2150           503     37.3
after detailed placement        381              2180           496     36.2
after global routing            389              1970           545     37.3
after floorplan                 264              2800           462        -
## flip-flops by register name, summed over array words and instances, names as in the netlist
name    count
i           4
Temp       16
s           9
isNeg       1
isDone      1
## power by group through the flow
stage / clock network, mW / logic (mW) / registers, mW
5_1_grt: 0.196 / 1.24 / 0.483
6_report: 0.176 / 1.08 / 0.463
4_1_cts: 0.184 / 1.09 / 0.466
## critical path: stages (launching register included)
cell	delay (ps)
dfrtp_1	420
or3_1	440
o31ai_1	260
xnor2_1	150
clkdlybuf4s50_1	480
Power is estimated from default activity; no workload was simulated.
