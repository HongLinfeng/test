==> design.v <==
module multiplyer(
    clk,
    rst_n,
    A,
    B,
    result,
    start_sig,
    done_sig
);
    input   clk;
    input   rst_n;
    input   [31:0]A;
    input   [31:0]B;
    input   start_sig;
    output  [31:0]result;
    output  [3:0]done_sig;
    reg     [32:0]rA; 
    reg     [32:0]rB; 
    reg     rSign;
    reg     [9:0]rExp; 
    reg     [47:0]rM;
    reg     [31:0]rResult;
    reg     isOver;
    reg     isUnder;
    reg     isZero;
    reg     isDone;
    reg     [4:0]i;
    assign  done_sig = {isOver,isUnder,isZero,isDone};
    assign  result = rResult;
    always@(posedge clk or negedge rst_n)
    if(!rst_n)
    begin
        rA <= 0; 
        rB <= 0; 
        rSign <= 0;
        rExp <= 0; 
        rM <= 0;
        rResult <= 0;
        isOver <= 0;
        isUnder <= 0;
        isZero <= 0;
        isDone <= 0;
    end
    else if(start_sig)
    begin
        case (i)
            0: 
            begin
                rA <= {A[31:23],1'b1,A[22:0]};
                rB <= {B[31:23],1'b1,B[22:0]};
                rSign <= A[31]^B[31];
                isOver <= 1'b0;
                isUnder <= 1'b0;
                isZero <= 1'b0;
                i <= i + 1'b1;
            end
            1:
            begin
                if(rA[31:24]==rB[31:24]&&(rA[22:0]!=23'd0 && rB[22:0]!=23'd0)||rA[32]^rB[32])
                begin
                end
                i <= i+ 1'b1;
            end
            2:
            begin
                rExp <= rA[31:24]+rB[31:24]-8'd127;
                rM <= rA[23:0]*rB[23:0];
                i <= i+1'b1;
            end
            3:
            begin
                if(rM[47] ==  1'b1) 
                begin
                    rM <= rM;
                    rExp <= rExp + 1'b1;
                end
                else if(rM[46] ==  1'b1)
                begin
                    rM <= rM << 1;
                end else if(rM[45]==1'b1)
                begin
                    rM <= rM << 2;
                    rExp <= rExp - 1'b1;
                end
                i <= i+1'b1;
            end
            4:
            begin
                if(rExp[9:8]==2'b01)
                begin
                    isOver <= 1'b1;
                    rResult <= {1'b0,8'd127,23'd0};
                end else if(rExp==2'b11)
                begin
                    isUnder <= 1'b1;
                    rResult <= {1'b0,8'd127,23'd0};
                end else if(rM[47:24]==24'd0)
                begin
                    isZero <= 1'b1;
                    rResult <= {1'b0,8'd127,23'd0};
                end else if(rM[23]== 1'b1) 
                    rResult <= {rSign,rExp[7:0],rM[46:24]}; 
                else
                    rResult <= {rSign,rExp[7:0],rM[46:24]};
                i <= i+1'b1;
            end
            5:
            begin
                isDone <= 1'b1;
                i <= i+1'b1;
            end
            6:
            begin
                isDone <= 1'b0;
                i <= 0;
            end
            default:i <= 0;
        endcase
    end
endmodule
==> run.sh <==
#!/bin/bash
# OpenROAD 26Q1-2900-gdf79404cd8, Yosys 0.63+post, stock flow scripts
make -C /OpenROAD-flow-scripts/flow DESIGN_CONFIG=/design/flow/config.mk WORK_HOME=/design/flow/orfs finish
==> config.mk <==
export PLATFORM = sky130hd
export DESIGN_NAME = multiplyer
export DESIGN_NICKNAME = multiplyer
export VERILOG_FILES = /design/flow/design.v
export SDC_FILE = /design/flow/constraint.sdc
export NUM_CORES = 4
export LEC_CHECK = 1
export CORE_UTILIZATION = 40
==> constraint.sdc <==
current_design multiplyer

set clk_period 15.4
set clk_io_pct 0.2

create_clock -name clk0 -period $clk_period [get_ports {clk}]

set non_clock_inputs [all_inputs -no_clocks]
set_input_delay [expr $clk_period * $clk_io_pct] -clock clk0 $non_clock_inputs
set_output_delay [expr $clk_period * $clk_io_pct] -clock clk0 [all_outputs]
==> impl_metrics.ini <==
; flow metrics
[place]
gp_congestion = 0.9148
dp_hpwl_um = 52160
dpl.cell_count = 3706
pre_cts_ws_ns = 8.173
portBuffers = 102

[route]
via_per_inst = 5.134
vias = 19190
ant_nets = 0
drc_errors = 0
postRouteWirelength_um = 64680
drt-initial-drc-count = 943
drt_pass1_iterations = 6
antenna_cells = 0
routedWlPerCell_um = 17.30

[clocking]
clock_latency_ns = 0.49
cts_tree = built
htreeDepth = 4
cts_root_buf = clkbuf_16
cts_sinks = 163
cts-buffers-inserted = 17
clkTransAtPathRegs_ns = 0.08
post_cts_buffers = 0
clockBufferDepth = 2
cts_hold_buf = 0
cts-resized-gates = 0

[global_routing]
grt_max_degree = 62
overflow = 0
grt_antenna_before_repair = 1
grt_usage_pct = 21.17
grt_pass1_vias = 20470
use_met2_pct = 35.97
grtUsageMet1_pct = 28.32
grt_pass1_wl_um = 107400
grt-busiest-layer = met2
met3_usage_pct = 5.580

[worst_hold_path]
min_from = isOver
min_path_cells = 2
hold_class = reg -> reg
hold_end = isOver

[floorplanning]
initial_core_util_pct = 40.54
dieHeight_um = 260.4
num_rows = 94
io_pins = 103
die_w_um = 260.4
core_area_um2 = 65860
chipArea_um2 = 67790

[layout]
final_core_util_pct = 44.22
layout_top_cells = inv_1, fa_1, nand2_1
stdcell_count = 3738
fill_cells = 6217
syn2layout_area_growth_pct = 9.086
layout_top_cell = inv_1
drive_above_1_share_pct = 5.706

[setup_path]
crit_arrival_ns = 7.58
ff2ff_setup_slack_ns = 8.16
crit_slowest_cell = dfrtp_1
required_ns = 15.74
crit_family = adder cells
critPathBufInv = 6
cp_cell_sequence = and2_1, fa_1, inv_1, fa_1, inv_1, fa_1, inv_1, fa_1, inv_1, fa_1, fa_1, inv_1, fa_1, inv_1, ha_1, a21oi_1, o21ai_1, a221oi_2, o21ai_1, a41oi_4, o21ai_4, a221oi_2, xor2_1, a21oi_1
ff2ff_path_depth = 24
critical_path_class = reg -> reg
slowest_delay_ns = 0.72
r2r-end = rM[46]
crit_path_end_kind = flop
crit_fanout = 25
timing.critical_path.mode_cell = fa_1
timing.rr.start = rB[12]
start_kind = flop

[synth]
syn-instance-count = 2853
ys_warn_count = 1
synth_cell_types = 72
ys_async_sr_fraction_pct = 96.93
ys.flop_type = dfrtp_1
synth_seq_share_pct = 15.37
yosys_cells = 2853
edf_count = 5
yosys_area_um2 = 26700
ys.flops = 163
synth_area_um2 = 26700
synth_area_per_cell_um2 = 9.359

[sta]
finalHoldViolations = 0
rsz0062_at_grt = no
fin_worst_skew_ns = 0.01829
max_slew_margin_pct = 37.67
setup_ws_ns = 8.159
tightest_slew_ns = 0.9350
finalClockPeriodUsage_pct = 47.02
slew_violations = 0
fin_tns_setup_ns = 0
setup_viol_count_final = 0
fmax_mhz = 138.1
fin_crit_ns = 7.241

[flow_run]
warnings = 28
drv_cap = 0

[run_status]
status = complete, no violations
-- metal layers --
metal | vias to the layer above | routed length [um]
met4 | 0 | 1407
met3 | 74 | 3979
met5 | - | 0
met2 | 556 | 33820
li1 | 8821 | -
met1 | 9739 | 25480
-- layout make-up --
type                            count  area [um^2]  share of cell area [%]
Multi-Input combinational cell   1955        19800                   67.96
Sequential cell                   163         4104                   14.09
Inverter                          572         2147                   7.371
Timing Repair Buffer              152         1398                   4.798
Tap cell                          864         1081                   3.711
Clock buffer                       17        425.4                   1.460
Clock inverter                     15        177.7                  0.6100
-- state kept, by name (all words and copies together) (netlist names) --
register	cells
i	5
rB	31
rM	48
rExp	10
rSign	1
isDone	1
isZero	1
rResult	32
isUnder	1
rA	32
isOver	1
-- worst register-to-register path: stages, from the launching register on --
cell and delay [ns]:
dfrtp_1 0.72, and2_1 0.37, fa_1 0.54, inv_1 0.05, fa_1 0.47, inv_1 0.05, fa_1 0.50, inv_1 0.06
fa_1 0.53, inv_1 0.05, fa_1 0.48, fa_1 0.49, inv_1 0.05, fa_1 0.48, inv_1 0.04, ha_1 0.41
a21oi_1 0.27, o21ai_1 0.15, a221oi_2 0.26, o21ai_1 0.13, a41oi_4 0.29, o21ai_4 0.15, a221oi_2 0.27, xor2_1 0.19
a21oi_1 0.09
-- cells in the mapped netlist, drive strengths merged (39+ instances only) --
library cell  instances  area (um^2)
nor2                 64        242.7
clkbuf              132        495.5
fa                  484         9689
dfrtp               158         3954
a21oi                75        397.9
ha                  201         2515
xnor2                39        341.6
mux2                 58        653.1
nand2               376         1411
inv                 572         2147
o21ai                68        355.3
and2                288         1802
-- per-stage QoR --
| step | hold slack, ns | area, um^2 |
|---|---|---|
| finish | 0.5067 | 29130 |
| global placement | 0.4767 | 28520 |
| global route | 0.5301 | 29130 |
| CTS | 0.5153 | 29130 |
| detailed placement | 0.4893 | 28520 |
| floorplan | 0.4487 | 26700 |
-- worst max-delay path by stage --
stage,from,to,slack [ns],cells past startpoint
CTS,rB[9],rM[46],8.15,23
global route,rB[9],rM[46],7.71,23
finish,rB[12],rM[46],8.16,24
-- kinds of logic after synthesis --
| logic type | count (synthesis) | synth area share (%) |
|---|---|---|
| buf+inv | 735 | 10.61 |
| xor+xnor | 56 | 1.837 |
| flops | 163 | 15.37 |
| mux | 62 | 2.596 |
| compound gates | 329 | 8.772 |
| fa+ha+maj | 685 | 45.71 |
| simple gates | 822 | 15.09 |
| other cells | 1 | 0.01404 |
